`design/flow/run.sh`:
```
#!/bin/bash
# OpenROAD 26Q1-2900-gdf79404cd8, Yosys 0.63+post, stock flow scripts
make -C /OpenROAD-flow-scripts/flow DESIGN_CONFIG=/design/flow/config.mk WORK_HOME=/design/flow/orfs finish
```
`design/flow/config.mk`:
```
export PLATFORM = sky130hd
export DESIGN_NAME = clock_divider
export DESIGN_NICKNAME = clock_divider
export VERILOG_FILES = /design/flow/design.v
export SDC_FILE = /design/flow/constraint.sdc
export NUM_CORES = 4
export LEC_CHECK = 1
export CORE_AREA = 10 10 70 70
export DIE_AREA = 0 0 80 80
```
`design/flow/constraint.sdc`:
```
current_design clock_divider

set clk_period 1.3
set clk_io_pct 0.2

create_clock -name clk0 -period $clk_period [get_ports {clk_i}]

set non_clock_inputs [all_inputs -no_clocks]
set_input_delay [expr $clk_period * $clk_io_pct] -clock clk0 $non_clock_inputs
set_output_delay [expr $clk_period * $clk_io_pct] -clock clk0 [all_outputs]
```
`design/flow/design.v`:
```
module clock_divider (
    input  wire clk_i,  
    input  wire rst_i,
    output reg  clk_div5_o,  
    output reg  clk_div3_o,  
    output reg  clk_div2_o   
);
    reg  [1:0]count3_s;
    reg [2:0] count5_s;
    reg clk_div_2_s;
    reg clk_div_3_s;
    reg clk_div_5_s;
    always@(posedge clk_i, posedge rst_i) begin
        if(rst_i)
            clk_div_2_s <= 1'b0;
        else    
            clk_div_2_s <= ~clk_div_2_s;
    end
    assign clk_div2_o = clk_div_2_s;
    always @(posedge clk_i or posedge rst_i) begin
        if (rst_i) begin
            count3_s <= 2'b00;
            clk_div_3_s <= 1'b0;
        end else begin
            if (count3_s == 2'b10)
                count3_s <= 2'b00;
            else
                count3_s <= count3_s + 2'b01;
            if (count3_s == 2'b00)
                clk_div_3_s <= 1'b1;
            else
                clk_div_3_s <= 1'b0;
        end
    end
    assign clk_div3_o = clk_div_3_s;
    always @(posedge clk_i or posedge rst_i) begin
        if (rst_i) begin
            count5_s <= 3'b000;
            clk_div_5_s <= 1'b0;
        end else begin
            if (count5_s == 3'b100)
                count5_s <= 3'b000;
            else
                count5_s <= count5_s + 3'b001;
            if (count5_s == 3'b000 || count5_s == 3'b001)
                clk_div_5_s <= 1'b1;
            else
                clk_div_5_s <= 1'b0;
        end
    end
    assign clk_div5_o = clk_div_5_s;
endmodule
```
==> notes.md <==
run results: GRT Resource Usage Total=1.42%, Logic area=70.1 µm², detailed router's first-iteration violation count=6, cell at the root of the clock tree=clkbuf_4, FMAX=0.899 GHz, number of storage elements in the synthesis netlist=7, Int Power=338 µW, number of I/O port buffers=4, vias per cell=2.13, Yosys chip area=260 µm², number of antenna repair diodes=0, CP startpoint kind=flip-flop, ratio of cells with drive above 1 in the final layout=20.0%, Design Power=416 µW, first-pass GRT wire length=690 µm, Final Slew Violations=0, part of the total power dissipated in sequential elements=52.4%, final number of setup-violating endpoints=0, worst slew margin relative to its limit=84.0%, minimum setup slack in the final design=0.188 ns, DP HPWL=300 µm, power dissipated by switching net loads=78.5 µW, Worst Path Class, Setup=flip-flop to primary output, status=complete, no violations, H-Tree Level Count=1, die width=80 µm, total wire length=381 µm, sequential share of the synthesized area=67.3%, highest cell delay on the worst timing path=0.37 ns, cell count along the critical path=1, yosys cell count=20, gate count of the mapped netlist=20, Die Y=80 µm, R2R Setup Slk=0.24 ns, DRT antenna net count=0, fin crit period=1.11 ns, Fillers=397, crit path launch=clk_div_2_s, worst-case setup slack after placement=0.240 ns, total I/O pin count=5, Max Fanout on Critical Path=2, Crit-path slowest cell=dfrtp_1, clk ins delay skew pair=0.25 ns, synthesized area=260 µm², type of the most critical hold path=input pin to async pin, Reg2Reg Capture Point=count5_s[2], PwrDens=1050 nW/µm², initial antenna violation count=0, signed area change from the synthesized netlist to the final layout=51.9%, Placer Congestion=0.703, via count of the first global-routing pass=166, first-pass detailed-route iteration total=2, clock buffer count from CTS=3, setup repair after global routing missed its margin=false, total core area=3420 µm², Sw Share=18.8%, Crit path arrival time=0.85 ns, die area=6400 µm², DRC Markers=0, Final Cycle Share=85.6%, capturing element of the worst setup path=clk_div2_o, combinational share of power=1.6%, post-synthesis average cell area=13.0 µm², max-cap violation count=0, Final Hold Violation Tally=0, slew of the pin with the lowest slew margin=0.240 ns, synthesis warning total=4, deepest clock path buffer count=2, family of cells with the greatest summed delay on the critical path=flip-flops, number of vias in the routed layout=162, maximum number of pins on one net before global-route repair=8, number of warnings in the stage logs=26, Worst Path Required=1.04 ns, clock network fraction of design power=45.9%, element type at the critical path end=primary output, worst flop-to-flop path startpoint=count5_s[0], # hold bufs at CTS=0, Remaining Overflow, GRT=0, critical-path cell list=dlygate4sd2_1, distinct lib cells=8, FP Util=7.62%, TritonCTS sink count=7, TritonCTS clock tree=done, area occupied by registers=175 µm², critical path buffer and inverter count=1, average routed wire per standard cell=5.01 µm, P_leak=0.000214 µW, worst-case clock skew=0.000983 ns, depth of the worst register-to-register path=4, clock transition at the registers of the reported paths=0.05 ns, Worst IR Drop VDD=0.000280 V, number of rows in the core area=21, aggregate negative setup slack=0 ns
==> cell type report <==
class	instances	area share (%)
sequential	7	44.3
tap	46	14.6
multi-input combinational	9	17.7
clock buffer	4	6.65
timing repair buffer	6	13.0
inverter	4	3.80
==> cell families (layout without fill, tap and decap cells) <==
| group | Yosys count | count (layout) | share of synthesized area [%] |
|---|---|---|---|
| buf+inv | 4 | 14 | 5.77 |
| fa+ha+maj | 2 | 2 | 9.61 |
| simple gates | 4 | 4 | 6.73 |
| flops | 7 | 7 | 67.3 |
| mux | 1 | 1 | 5.77 |
| compound gates | 2 | 2 | 4.81 |
==> Yosys cell counts <==
master    count  share of area (%)
nor2b_1       1                2.4
ha_1          2                9.6
a21boi_0      1                2.9
nor2_1        3                4.3
inv_1         4                5.8
mux2_4        1                5.8
a21oi_1       1                1.9
dfrtp_1       7                 67
==> through the flow <==
step                      hold WS (ns)  std cells  area [µm²]  util [%]
final                            0.226         76         395      11.6
after global placement           0.404         70         358      10.5
after floorplan                 0.0634         20         260         -
after detailed placement         0.411         70         358      10.5
after global routing             0.257         76         395      11.6
after CTS                        0.228         76         395      11.6
==> repair_timing <==
| action | CTS | global route |
|---|---|---|
| setup endpoints to repair | 3 | 0 |
| resized | 3 | 0 |
| hold endpoints to repair | 0 | 0 |
| setup buffers | 2 | 0 |
==> registers in the layout, summed over array words and instances (netlist names) <==
register	flops
count3_s	1
clk_div_3_s	1
clk_div_2_s	1
clk_div_5_s	1
count5_s	3
==> layer usage <==
layer  up-vias  part of all wire [%]  wire [µm]  track usage (%)
met3         0                    15         57             1.59
met5         -                     0          0                0
li1         81                     -          -                -
met1        73                    52        198             1.55
met4         0                     0          0            0.176
met2         8                    33        125             1.85
==> power by group through the flow <==
stage,combinational [µW],sequential [µW],clock (µW)
5_1_grt,8.25,218,217
4_1_cts,7.09,218,201
6_report,6.69,218,191
==> how the worst min path moves through the flow <==
| stage | end | slack [ns] | cells past startpoint |
|---|---|---|---|
| after CTS | clk_div_2_s | 0.23 | 2 |
| after global routing | clk_div_5_s | 0.26 | 2 |
| final | clk_div_2_s | 0.23 | 2 |
==> cell usage in the layout, fill, tap and decap left out <==
cell type	n
dfrtp_1	7
inv_1	4
nor2_1	3
clkbuf_4	3
dlygate4sd2_1	3
ha_1	2
buf_4	2
mux2_4	1
a21boi_0	1
nor2b_1	1
a21oi_1	1
clkbuf_1	1
clkdlybuf4s50_1	1
No activity file was given, so power comes from the tool's default toggle rates.
